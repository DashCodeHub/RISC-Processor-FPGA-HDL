--- design.v ---
module MUX3x1(
    s,
    data_0,
    data_1,
    data_2,
    data_out
);
    parameter data_width = 16;
    parameter sel_width = 2;
    input [sel_width-1:0] s;
    input [data_width-1:0] data_0, data_1, data_2;
    output [data_width-1:0] data_out;
    assign data_out = (s==0)? data_0: (s==1)? data_1: (s==2)? data_2: 16'bx; 
endmodule
module MUX2x1(
    s,
    data_0,
    data_1,
    data_out
); 
    parameter data_width = 16;
    input s;
    input [data_width-1:0] data_0, data_1;
    output [data_width-1:0] data_out;
    assign data_out = s ? data_0: data_1;        
endmodule
module MUX18x1(
    s,
    data_0, data_1, data_2, data_3, data_4, data_5, data_6, data_7, data_8, data_9, data_10, data_11, data_12, data_13, data_14, data_15, data_16, data_17,
    data_out
); 
    parameter data_width = 16;
    parameter sel_width = 5;
    input [sel_width-1:0] s;
    input [data_width-1:0] data_0, data_1, data_2, data_3, data_4, data_5, data_6, data_7, data_8, data_9, data_10, data_11, data_12, data_13, data_14, data_15, data_16, data_17;
    output [data_width-1:0] data_out;
    assign data_out = (s==0)? data_0: (s==1)? data_1: (s==2)? data_2:(s==3)? data_3: (s==4)? data_4: (s==5)? data_5: (s==6)? data_6: (s==7)? data_7: (s==8)? data_8: (s==9)? data_9: (s==10)? data_10: (s==11)? data_11: (s==12)? data_12:  (s==13)? data_13:  (s==14)? data_14: (s==15)? data_15: (s==16)? data_16: (s==17)? data_17: 16'bx;      
endmodule
--- run.sh ---
#!/bin/bash
# OpenROAD 26Q1-2900-gdf79404cd8, Yosys 0.63+post, stock flow scripts
make -C /OpenROAD-flow-scripts/flow DESIGN_CONFIG=/design/flow/config.mk WORK_HOME=/design/flow/orfs finish
--- config.mk ---
export PLATFORM = sky130hd
export DESIGN_NAME = MUX3x1
export DESIGN_NICKNAME = MUX3x1
export VERILOG_FILES = /design/flow/design.v
export SDC_FILE = /design/flow/constraint.sdc
export NUM_CORES = 4
export LEC_CHECK = 1
export CORE_AREA = 10 10 70 70
export DIE_AREA = 0 0 80 80
--- constraint.sdc ---
current_design MUX3x1

set clk_period 1.9
set clk_io_pct 0.2

create_clock -name clk0 -period $clk_period

set non_clock_inputs [all_inputs -no_clocks]
set_input_delay [expr $clk_period * $clk_io_pct] -clock clk0 $non_clock_inputs
set_output_delay [expr $clk_period * $clk_io_pct] -clock clk0 [all_outputs]
==> results.py <==
# Generated from Yosys and OpenROAD reports
metrics = {
    "flow_run": {
        "maxCapViolCount": 0,
        "warning_count": 32,
    },
    "placed_design": {
        "dp_hpwl_um": 1850,
        "gp_congestion": 0.788,
        "io_buffer_count": 66,
    },
    "global_routing": {
        "antenna_found_initial": 0,
        "grtUsageTotal": 0.0612,
        "grt_pass1_vias": 619,
        "grt_overflow": 0,
        "grt_pass1_wl_um": 3230,
        "grt_start_max_net_pins": 15,
    },
    "layout": {
        "final_cell_mix": "clkdlybuf4s50_1, mux2i_1, nand2_1",
        "fin_util": 0.325,
        "clock_buffers": 0,
        "area_delta_synth_final_pct": 222,
        "drive_gt1_frac": 0.0661,
        "layout_top_cell": "clkdlybuf4s50_1",
        "seq_area_um2": 0,
        "n_sequential_cell": 0,
    },
    "yosys": {
        "synthXorXnorAreaFrac": 0,
        "yosys.area_share.simple": 0.175,
        "ys_sh_mux": 0.465,
        "logic_family": "multiplexers",
        "yosys.area_share.aoi": 0.233,
        "yosys.cell_types.count": 8,
        "fa_ha_area_frac": 0,
        "ys_area_um2": 344,
        "synth_area_um2": 344,
        "syn_inst": 53,
        "yosysWarnings": 0,
        "syn_avg_cell_area_um2": 6.49,
        "ys_seq_frac": 0,
        "ys_cells": 53,
    },
    "drt": {
        "vias": 629,
        "avgRoutedWirePerCell_um": 13.6,
        "vias_per_cell": 3.77,
        "wirelength_um": 2260,
        "ant_nets": 0,
        "drt_first_pass_iters": 4,
        "drt_iter0_markers": 14,
        "drc": 0,
        "diodes": 0,
    },
    "final_timing": {
        "fmax_mhz": 538,
        "relSlewSlack": 0.905,
        "finalSetupViolCount": 0,
        "hold_violations": 0,
        "tightest_slew_ps": 139,
        "finalSetupTns_ps": 0,
        "rsz0062_at_grt": "false",
        "finalClockPeriodUsage": 0.978,
        "period_needed_ps": 1860,
        "slew_violations": 0,
    },
    "floorplan": {
        "core_um2": 3420,
        "chipArea_um2": 6400,
        "fp_util": 0.101,
        "dieHeight_um": 80,
        "die_w_um": 80,
        "pin_count": 66,
        "rows": 21,
    },
    "hold_path": {
        "hold_depth": 4,
        "min_path_type": "primary input to output pin",
        "hp-start": "data_2[5]",
        "holdPathEnd": "data_out[5]",
    },
    "pwr": {
        "ir_drop_mv": 0.0459,
        "power.leakage_nw": 0.570,
        "pwr_density_cell_nw_per_um2": 196,
    },
    "outcome": {
        "status": "finished, final reports clean",
    },
    "worst_setup_path": {
        "crit_fanout": 1,
        "crit_path_end_kind": "output pin",
        "crit_type": "primary input to output pin",
        "start_kind": "primary input",
        "cp.required_ps": 1520,
        "arrival_ps": 1480,
    },
    "cts": {
        "holdBufCountCts": 0,
    },
}
==> final cells by class <==
cell class | count | area (um^2)
fillers | 353 | 2310
repair buffers | 73 | 751
multi-input cells | 48 | 300
well taps | 46 | 57.6
==> power breakdown <==
part / switching (mW) / total (mW) / internal, mW
Clock: 0 / 0 / 0
Combinational: 0.0561 / 0.217 / 0.161
Sequential: 0 / 0 / 0
==> per-stage QoR <==
stage	instances	hold WS (ps)	worst slack, ps	power, mW	cell area, um^2
global route	167	1420	5.99	0.237	1110
detailed placement	164	1670	-269	0.222	1050
floorplan	53	795	669	0.0551	344
finish	167	1390	40.9	0.217	1110
global placement	164	1670	-251	0.220	1050
CTS	167	1510	1.98	0.228	1080
==> cells by family (layout without fill, tap and decap cells) <==
logic type      after synthesis  after routing
compound gates               16             16
buf+inv                       5             73
mux                          16             16
simple gates                 16             16
==> what timing repair did <==
action | 4_1_cts | 5_1_grt
endpoints found under the hold margin | 0 | 0
pin swaps | 1 | 7
buffers inserted | 1 | 0
gates cloned | 2 | 0
resized | 17 | 13
setup endpoints to repair | 16 | 12
==> worst max path at each step <==
| stage | startpoint | end | depth (start not counted) |
|---|---|---|---|
| after CTS | data_1[15] | data_out[15] | 4 |
| final | data_1[11] | data_out[11] | 4 |
| after global routing | data_1[11] | data_out[11] | 4 |
==> layer usage <==
metal	up-vias	share of wire	GRT usage
li1	322	-	-
met3	0	0.078	0.0170
met1	277	0.43	0.0751
met2	30	0.50	0.109
met4	0	0	0
met5	-	0	0
==> cells in the mapped netlist <==
master	n	share of area
mux2i_1	16	0.47
nand2_1	16	0.17
o21ai_1	10	0.15
o21ai_0	6	0.087
clkbuf_1	2	0.022
buf_12	1	0.058
buf_2	1	0.015
buf_6	1	0.033
==> critical path, cell delays in order <==
cell and delay [ps]:
clkdlybuf4s50_1 450, mux2i_1 60, o21ai_1 110, clkdlybuf4s50_1 470
Power figures rest on the tool's default switching activity, not on a simulated workload.
