## flow/run.sh

```bash
#!/bin/bash
# OpenROAD 26Q1-2900-gdf79404cd8, Yosys 0.63+post, stock flow scripts
make -C /OpenROAD-flow-scripts/flow DESIGN_CONFIG=/design/flow/config.mk WORK_HOME=/design/flow/orfs finish
```

## flow/config.mk

```make
export PLATFORM = sky130hd
export DESIGN_NAME = alu
export DESIGN_NICKNAME = alu
export VERILOG_FILES = /design/flow/design.v
export SDC_FILE = /design/flow/constraint.sdc
export NUM_CORES = 4
export LEC_CHECK = 1
export CORE_UTILIZATION = 30
```

## flow/constraint.sdc

```tcl
current_design alu

set clk_period 14.0
set clk_io_pct 0.2

create_clock -name clk0 -period $clk_period

set non_clock_inputs [all_inputs -no_clocks]
set_input_delay [expr $clk_period * $clk_io_pct] -clock clk0 $non_clock_inputs
set_output_delay [expr $clk_period * $clk_io_pct] -clock clk0 [all_outputs]
```

## flow/design.v

```verilog
module alu(
    alu_A,
    alu_B,
    alu_OUT,
    opcode,
    alu_zero_flag
); 
    parameter data_width = 16;
    parameter opcode_size = 4;
    parameter ADD = 4'b0000; 
    parameter SUB = 4'b0001; 
    parameter AND = 4'b0010; 
    parameter OR = 4'b0011; 
    parameter XOR = 4'b0100; 
    parameter NOT = 4'b0101; 
    parameter SLA = 4'b0110; 
    parameter SRA = 4'b0111; 
    parameter LI = 4'b1000; 
    parameter LW = 4'b1001;
    parameter SW = 4'b1010; 
    parameter BIZ = 4'b1011;
    parameter BNZ = 4'b1100; 
    parameter JAL = 4'b1101;
    parameter JMP = 4'b1110; 
    parameter JR = 4'b1111; 
    input [data_width-1:0] alu_A;  
    input [data_width-1:0] alu_B;  
    input [opcode_size-1:0] opcode;  
    output [data_width-1:0] alu_OUT;  
    output alu_zero_flag;  
    reg [data_width-1:0] alu_OUT;
    assign alu_zero_flag = ~|alu_OUT;
    always @(opcode or alu_A or alu_B) begin 
        case(opcode) 
            ADD:   alu_OUT = alu_A + alu_B;
            SUB:   alu_OUT = alu_A - alu_B;
            AND:   alu_OUT = alu_A & alu_B;
            OR:    alu_OUT = alu_A | alu_B;
            XOR:   alu_OUT = alu_A ^ alu_B;
            NOT:   alu_OUT = ~alu_B;
            SLA:   alu_OUT = alu_B << 1;
            SRA:   alu_OUT = alu_B >> 1;
            default:    alu_OUT = 16'b0;
        endcase
    end
endmodule
```

==> impl_metrics.py <==
# Synthesis and PnR figures
metrics = {
    "yosys": {
        "netlist_area_um2": 2470,
        "syn_inst": 346,
        "synth_area_per_cell_um2": 7.13,
        "ys_warn_count": 1,
        "synth.distinct_cells": 64,
        "yosysCellCount": 346,
        "ys_seq_share": 0,
        "ys_area_um2": 2470,
    },
    "die": {
        "core_area_um2": 7850,
        "die.size.y_um": 92.7,
        "die_w_um": 92.7,
        "die_area_um2": 8590,
        "rows": 32,
        "fp_util": 0.314,
        "ios": 53,
    },
    "final_timing": {
        "rsz0062_at_grt": "no",
        "setup_viol": 0,
        "holdWs_ns": 6.86,
        "fmax_mhz": 93.0,
        "tightestPinTransition_ns": 0.623,
        "drv_slew": 0,
        "timing.setup.tns_ns": 0,
        "finalHoldViolations": 0,
        "fin_crit_ns": 10.75,
        "maxSlewHeadroom": 0.582,
        "fin_crit_sh": 0.768,
    },
    "pwr": {
        "peakVddDrop_mv": 0.0122,
        "p_leak_nw": 1.37,
        "finalPower_mw": 0.115,
        "powerDensity_nw_per_um2": 37.1,
    },
    "min_path": {
        "min_path_type": "in -> out",
    },
    "finish": {
        "n_clock_buffer": 0,
        "seq_area_um2": 0,
        "drive_gt1_frac": 0.0541,
        "mi_logic_area_um2": 2250,
        "area_delta_synth_final_pct": 26.2,
        "flops": 0,
        "stdcell_count": 490,
        "fillCellCount": 836,
    },
    "detailed_routing": {
        "drc": 0,
        "num_antenna_cells": 0,
        "avgRoutedWirePerCell_um": 16.3,
        "drt_first_iter_violations": 191,
        "antenna_left": 0,
        "wl_met3_um": 397,
        "wl_met2_mm": 3.77,
        "highest_layer": "met4",
        "num_vias": 2724,
        "wl_met1_mm": 3.73,
        "dr.pass1.iters": 5,
        "routed_wl_mm": 7.97,
        "via_per_inst": 5.56,
    },
    "global_route": {
        "grt_max_degree": 30,
        "grtUsageTotal": 0.189,
        "antenna_found_initial": 0,
        "first_global_vias": 2408,
        "grt_first_pass_wirelength_mm": 12.6,
        "grt-ovfl-total": 0,
    },
    "run": {
        "maxCapViolations": 0,
        "warning_count": 49,
    },
    "worst_setup_path": {
        "slowest_stage": "clkdlybuf4s50_1",
        "cp-start-kind": "input port",
        "path_class": "in -> out",
        "cpPeakStageDelay_ns": 0.68,
        "crit_path_cell_trace": "clkdlybuf4s50_1 > nor3_1 > buf_4 > and2_1 > nor2_1 > xnor2_1 > ha_1 > nor2b_4 > o31a_1 > o221a_4 > or3_1 > a31o_1 > a211o_1 > or4_1 > or3_1 > nor4_2 > clkdlybuf4s50_1",
        "crit_required_ns": 11.20,
        "cp-end-kind": "output port",
        "crit_buf_inv": 3,
        "cp_max_fo": 14,
        "crit_family": "simple AND/OR/NAND/NOR gates",
        "cp.arrival_ns": 7.95,
    },
    "placement": {
        "hpwl_mm": 6.43,
        "dp_cells": 490,
        "routabilityCongestion": 0.914,
        "io_buffers": 53,
    },
    "cts": {
        "holdBufCountCts": 0,
        "cts_setup_buffers": 0,
        "cts_resized": 0,
    },
    "outcome": {
        "status": "completed",
    },
}
==> stage by stage <==
| stage | util | worst slack [ns] | instance area (um2) |
|---|---|---|---|
| after floorplan | - | 4.54 | 2470 |
| after global placement | 0.397 | 3.37 | 3110 |
| after detailed placement | 0.397 | 3.28 | 3110 |
| after CTS | 0.397 | 3.28 | 3110 |
| after global routing | 0.397 | 2.98 | 3110 |
| final | 0.397 | 3.25 | 3110 |
==> Yosys cell counts, drive strengths merged, types with 6 or more instances <==
master	n	area, um2
o21ai	30	150
nor2b	7	51.3
xnor2	21	184
nand2	23	86.3
clkbuf	10	37.5
a31oi	7	43.8
or3	6	37.5
nand2b	6	37.5
a21oi	20	100
buf	8	40.0
nor3	9	45.0
o211ai	6	45.0
inv	41	154
nor2	16	60.1
ha	48	601
==> report_power, final <==
part	leakage (nW)	switching [mW]	internal, mW
sequential	0	0	0
combinational	1.37	0.0579	0.0575
clock	0	0	0
==> final timing paths <==
path,startpoint,to,depth (start not counted),slack [ns]
setup / recovery,opcode[3],alu_zero_flag,17,3.25
hold / removal,alu_B[1],alu_OUT[1],5,6.86
==> metal layers <==
layer	GRT usage	vias to the layer above
met5	0	-
met4	0.0167	0
met3	0.00167	6
met2	0.325	99
met1	0.277	1259
li1	-	1360
==> area by class of cell <==
cell class	count	share of cell area
multi-input cells	287	0.722
inverters	41	0.0494
repair buffers	60	0.187
well taps	102	0.0410
==> cell usage in the layout, fill, tap and decap left out, drive strengths merged, types with 4 or more instances in the layout <==
cell and instances:
clkdlybuf4s50 53, ha 48, inv 41, o21ai 30
nand2 23, xnor2 21, a21oi 20, nor2 16
nor3 9, a31oi 7, buf 7, nor2b 7
or3 6, o211ai 6, nand2b 6, nand4 4
a21o 4, o21a 4, mux2i 4, a222oi 4
==> logic make-up after synthesis <==
kind of cell | Yosys count | share of synthesized area
AOI/OAI and AO/OA | 109 | 0.300
and+or+nand+nor | 97 | 0.219
buffers and inverters | 59 | 0.0938
adders and majority gates | 49 | 0.252
xor gates and xnor gates | 22 | 0.0781
muxes | 10 | 0.0573
Power figures rest on the tool's default switching activity, not on a simulated workload.
